### flow/run.sh
#!/bin/bash
# OpenROAD 26Q1-2900-gdf79404cd8, Yosys 0.63+post, stock flow scripts
make -C /OpenROAD-flow-scripts/flow DESIGN_CONFIG=/design/flow/config.mk WORK_HOME=/design/flow/orfs finish
### flow/config.mk
export PLATFORM = sky130hd
export DESIGN_NAME = DSP48A1_Project
export DESIGN_NICKNAME = DSP48A1_Project
export VERILOG_FILES = /design/flow/design.v
export SDC_FILE = /design/flow/constraint.sdc
export NUM_CORES = 4
export LEC_CHECK = 1
export CORE_UTILIZATION = 40
### flow/constraint.sdc
current_design DSP48A1_Project

set clk_period 17.8
set clk_io_pct 0.2

create_clock -name clk0 -period $clk_period [get_ports {CLK}]

set non_clock_inputs [all_inputs -no_clocks]
set_input_delay [expr $clk_period * $clk_io_pct] -clock clk0 $non_clock_inputs
set_output_delay [expr $clk_period * $clk_io_pct] -clock clk0 [all_outputs]
### flow/design.v
module Register_Mux #(parameter WIDTH=18,REG_IDENTIFIER=1,RSTTYPE="SYNC") (input [WIDTH-1:0] X,input CLK ,rst,EN,output  [WIDTH-1:0] out);
reg [WIDTH-1:0] X_reg;
always@(posedge CLK, posedge rst) begin
    if(RSTTYPE=="ASYNC") begin
        if(rst) X_reg<=0;
        else if(EN) X_reg<=X;    
    end
end
always@(posedge CLK) begin
    if(RSTTYPE=="SYNC")begin 
        if(EN) begin
            if(rst) X_reg<=0;
            else  X_reg <=X;
  end
end
end
assign out =(REG_IDENTIFIER)?X_reg:X;
endmodule
module DSP48A1_Project (A,B,D,C,CLK,CARRYIN,OPMODE,BCIN,RSTA,RSTB,RSTM,RSTP,RSTC,RSTD,RSTCARRYIN,RSTOPMODE,
CEA,CEB,CEM,CEP,CEC,CED,CECARRYIN,CEOPMODE,PCIN,BCOUT,PCOUT,P,M,CARRYOUT,CARRYOUTF);
parameter A0REG=0; 
parameter A1REG=1; 
parameter B0REG=0;
parameter B1REG=1;
parameter CREG=1; 
parameter DREG=1; 
parameter MREG=1;
parameter PREG=1; 
parameter CARRYINREG=1; 
parameter CARRYOUTREG=1;
parameter OPMODEREG=1;
parameter CARRYINSEL= "OPMODE5";
parameter B_INPUT ="DIRECT";
parameter RSTTYPE ="SYNC";
input [17:0] A,B,D,BCIN;
input [47:0] C,PCIN;
input [7:0] OPMODE;
input CLK,CARRYIN,RSTA,RSTB,RSTM,RSTP,RSTC,RSTD,RSTCARRYIN,RSTOPMODE,
CEA,CEB,CEM,CEP,CEC,CED,CECARRYIN,CEOPMODE;
output  [17:0] BCOUT;
output  [47:0] PCOUT,P;
output  [35:0] M;
output  CARRYOUT,CARRYOUTF;
wire [17:0] A0_reg,A1_reg,B0_input,B0_reg,B1_input,B1_reg,D_reg,Pre_add_sub_out;
wire [47:0] C_reg,concat_out,X_out ,Z_out;
wire [48:0] Post_add_sub_out;
wire[35:0] M_reg,multiplier_out;
wire [7:0] OPMODE_reg;
wire CARRYIN_reg,CYI,CYO;
assign B0_input =(B_INPUT=="DIRECT")?B:BCIN;
Register_Mux #(18,DREG,RSTTYPE) D_register (D,CLK,RSTD,CED,D_reg);
Register_Mux #(18,B0REG,RSTTYPE) B0_register (B0_input,CLK,RSTB,CEB,B0_reg);
Register_Mux #(18,A0REG,RSTTYPE) A0_register (A,CLK,RSTA,CEA,A0_reg);
Register_Mux #(18,A1REG,RSTTYPE) A1_register (A0_reg,CLK,RSTA,CEA,A1_reg);
Register_Mux #(48,CREG,RSTTYPE) C_register (C,CLK,RSTC,CEC,C_reg);
Register_Mux #(8,OPMODEREG,RSTTYPE) OPMODE_register (OPMODE,CLK,RSTOPMODE,CEOPMODE,OPMODE_reg);
assign CYI =(CARRYINSEL=="OPMODE5")?OPMODE_reg[5]:(CARRYINSEL=="CARRYIN")?CARRYIN:0;
Register_Mux #(1,CARRYINREG,RSTTYPE) CARRYIN_register (CYI,CLK,RSTCARRYIN,CECARRYIN,CARRYIN_reg);
assign Pre_add_sub_out =(OPMODE_reg[6])?(D_reg-B0_reg):(D_reg+B0_reg);
assign B1_input =(OPMODE_reg[4])?Pre_add_sub_out:B0_reg;
Register_Mux #(18,B1REG,RSTTYPE) B1_register (B1_input,CLK,RSTB,CEB,B1_reg);
assign BCOUT = B1_reg;
assign multiplier_out = A1_reg*B1_reg;
assign concat_out ={D[11:0],A1_reg,B1_reg};
Register_Mux #(36,MREG,RSTTYPE) M_register (multiplier_out,CLK,RSTM,CEM,M_reg);
assign M =~(~M_reg);
assign X_out=(OPMODE_reg[1:0]==0)?0:(OPMODE_reg[1:0]==1)?M_reg:(OPMODE_reg[1:0]==2)?P:concat_out;
assign Z_out=(OPMODE_reg[3:2]==0)?0:(OPMODE_reg[3:2]==1)?PCIN:(OPMODE_reg[3:2]==2)?P:C_reg;
assign Post_add_sub_out =(OPMODE_reg[7])?(Z_out-(X_out+CARRYIN_reg)):(Z_out+X_out+CARRYIN_reg);
assign CYO = Post_add_sub_out[48];
Register_Mux #(1,CARRYOUTREG,RSTTYPE) CARRYOUT_register (CYO,CLK,RSTCARRYIN,CECARRYIN,CARRYOUT);
assign CARRYOUTF =CARRYOUT;
Register_Mux #(48,PREG,RSTTYPE) P_register (Post_add_sub_out[47:0],CLK,RSTP,CEP,P);
assign PCOUT=P;
endmodule
==> Changelog: implementation <==
### Physical design

* Detail Placement HPWL at ~67,000 um
* Final min period at roughly 7500 ps
* Switch share at 0.504
* Hold Path End: CARRYIN_register.X_reg
* Seq/Total Area, Yosys at 0.212
* F_max at 133 MHz
* FP Rows at about 96
* Core Area at 68,600 sq um
* Die width at roughly 270 um
* Io pins at ~350
* Unique cell types at 76
* Cell count after synthesis at about 3,100
* Number of enable flip-flop cells at ~200
* Clock power frac at 0.065
* Clk_skew at 29.3 ps
* Post-CTS Hold Buffers at 0
* Power share of the sequential group at 0.134
* Final Max Tran Viols at 0
* Total Routing Usage GR at 0.258
* Max-cap violations at 0
* Max-slew headroom at 0.456
* Max-area cell share at 0.212
* R2r endpoint: M_register.X_reg[33]
* Post-synthesis async set-or-reset flop share at 0
* Period utilization at 0.421
* 1st-pass router iterations at 5
* Crit-path slowest cell: a2111oi_0
* CTS tree: yes
* Power Dens Cells at approximately 190 nW/um^2
* Clk latency late pin at a little over 500 ps
* Vias in the first global route at between 20,000 and 25,000
* Root buf cell: clkbuf_16
* OpenROAD warning count at slightly above 90
* Internal power at ~0.0030 W
* Worst path max stage delay at approximately 540 ps
* Hold Crit Depth at 1
* Top Layout Cells: inv_1, clkdlybuf4s50_1, nand2_1, ha_1, fa_1
* Setup TNS at 0 ps
* Setup-failing EPs final at 0
* Die Size at roughly 70,000 sq um
* Ys cells at around 3,100
* Commonest flop: edfxtp_1
* Place WS at 9800 ps
* Vias per cell at 5.21
* Crit Path Category: in2reg
* Num CTS Buffers at 17
* Initial antenna violation count at 2
* CP startpoint kind: primary input
* Clock Path Buffers at 2
* Final worst slack at 10,310 ps
* Commonest Layout Cell: inv_1
* # resized after CTS at 0
* Die Span Y at roughly 270 um
* RSZ-0062 raised after global routing: false
* Avg Inst Size Synth at 9.04 sq um
* Crit path max fanout at 4
* Slew @ Worst Pin at ~810 ps
* Psw at between 0.003 and 0.004 W
* Detailed router's first-iteration violation count at 1,149
* Combinational Power Share at 0.801
* HP Class: reg2reg
* Required time worst endpoint at about 18,000 ps
* Yosys stat chip area at around 28,000 sq um
* Filler Cell Count at ~6,600
* Register area at ~6000 sq um
* Htree depth at 4
* Peak supply drop at around 0.28 mV
* Worst R2R Start: B1_register.X_reg[9]
* Largest cells by area after synthesis: edfxtp_1, fa_1, ha_1
* Non-Filler Instances at between 4,000 and 5,000
* Worst hold margin at approximately 570 ps
* Post-Route WL at approximately 85,000 um
* Port Buffers at about 330
* Grt ovf at 0
* Synth flops at between 150 and 200
* Routed Antenna Nets at 0
* RD Place Congestion at a little under 1
* Setup slack, reg-to-reg at 10,670 ps
* Cell count after placement at between 4,000 and 5,000
* Residual DRC at 0
* CP Capture Type: flop
* Via count at 22,000
* Arr. time, crit path at 7730 ps
* CTS sink count at 196
* Fp util at 0.404
* Global-route wire length before repair at approximately 130,000 um
* Static Leak at 14.4 nW
* Status: finished, final reports clean
* Synth-to-layout area growth at 16.3%
* Worst hold start: OPMODE_register.X_reg[5]
* Fin. Hold Viols at 0
* Synthesized cell area at around 28,000 sq um
* Share of layout cells above drive strength 1 at 0.0638
* Clk slew on worst S/H paths at roughly 90 ps
* Total Power at slightly above 0.006 W
* Synth warn at 6
* Logic cell area at 19,300 sq um
* Post-CTS Setup Bufs at 0
* Worst R2R Path Depth at 22
* Cell type with the largest total area after synthesis: edfxtp_1
* Largest net degree at the start of global routing at approximately 50
* CP Cell Sequence: clkdlybuf4s50_1 -> mux2_2 -> a22oi_1 -> fa_1 -> fa_1 -> a21bo_2 -> a22oi_1 -> nand4_1 -> a21oi_1 -> a211oi_1 -> buf_4 -> a2111oi_0 -> o21ai_1 -> o21ai_0 -> xnor2_1 -> o22ai_1
* Post-DR wirelength/cell at 20.1 um
cells in the mapped netlist (20+ instances only):
master	number
a21o_1	59
a22oi_1	23
clkbuf_1	126
nand3_1	26
nor2b_1	129
ha_1	267
nand2b_1	20
a211oi_1	26
o21bai_1	24
buf_4	49
inv_1	448
mux2i_1	28
fa_1	261
xor2_1	43
nand2_1	287
o21ai_0	70
xnor2_1	96
a21oi_1	164
nor2_1	172
and2_1	140
nor3_1	31
a22o_1	65
mux2_2	86
edfxtp_1	196
layout make-up:
class	instances	share of cell area
flip-flops and latches	196	0.183
repair buffers	384	0.114
clock inverters	14	0.00423
multi-input cells	2232	0.598
inverters	449	0.0523
diodes	1	0.0000776
clock buffers	18	0.0133
well taps	931	0.0361
worst max path at each step:
stage	to	slack, ps	from	depth (start not counted)
4_1_cts	P_register.X_reg[44]	10360	PCIN[0]	16
5_1_grt	P_register.X_reg[26]	10110	PCIN[0]	16
6_report	P_register.X_reg[44]	10310	PCIN[0]	16
cells by family after synthesis:
logic type	Yosys count	share of synthesized area
flops	196	0.212
simple gates	881	0.157
buf+inv	640	0.0933
fa+ha+maj	528	0.309
xor+xnor	139	0.0439
mux	114	0.0450
compound gates	570	0.139
power by group through the flow:
stage | clock network [W] | registers, W | logic (W)
4_1_cts | 0.000412 | 0.000825 | 0.00494
5_1_grt | 0.000423 | 0.000836 | 0.00562
6_report | 0.000399 | 0.000825 | 0.00492
through the flow:
stage | cell area, sq um | util
after global placement | 31700 | 0.462
after CTS | 32200 | 0.470
after global routing | 32200 | 0.470
final | 32200 | 0.470
after detailed placement | 31700 | 0.462
after floorplan | 27700 | -
critical path: cells and delay by family:
| kind | cells | cell delay (ps) |
|---|---|---|
| AOI/OAI and AO/OA | 9 | 2120 |
| and+or+nand+nor | 1 | 190 |
| buffers and inverters | 2 | 630 |
| xor gates and xnor gates | 1 | 150 |
| muxes | 1 | 160 |
| adders and majority gates | 2 | 920 |
routing by layer:
metal	routed length, um	up-vias	global-route usage
met5	22	-	0
met4	1680	4	0.0398
met3	8180	87	0.102
met2	39600	663	0.401
met1	35400	10600	0.358
li1	-	10600	-
Power is estimated from default activity; no workload was simulated.
